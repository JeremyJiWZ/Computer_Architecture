File: flow/run.sh
#!/bin/bash
# OpenROAD 26Q1-2900-gdf79404cd8, Yosys 0.63+post, stock flow scripts
make -C /OpenROAD-flow-scripts/flow DESIGN_CONFIG=/design/flow/config.mk WORK_HOME=/design/flow/orfs finish
File: flow/config.mk
export PLATFORM = sky130hd
export DESIGN_NAME = mux4to1_32
export DESIGN_NICKNAME = mux4to1_32
export VERILOG_FILES = /design/flow/design.v
export SDC_FILE = /design/flow/constraint.sdc
export NUM_CORES = 4
export LEC_CHECK = 1
export CORE_AREA = 10 10 95 95
export DIE_AREA = 0 0 105 105
File: flow/constraint.sdc
current_design mux4to1_32

set clk_period 1.5
set clk_io_pct 0.2

create_clock -name clk0 -period $clk_period

set non_clock_inputs [all_inputs -no_clocks]
set_input_delay [expr $clk_period * $clk_io_pct] -clock clk0 $non_clock_inputs
set_output_delay [expr $clk_period * $clk_io_pct] -clock clk0 [all_outputs]
File: flow/design.v
`timescale 1ns / 1ps
module mux4to1_32(input  [1:0]sel,input  [31:0]a, input  [31:0]b,input  [31:0]c, input  [31:0]d, output reg [31:0]o);
initial o<=32'h00000000;
always @(*) begin
       case (sel)
		    2'b00 : begin o = a; end
			 2'b01 : begin o = b; end
			 2'b10 : begin o = c; end
			 2'b11 : begin o = d; end
       endcase
    end
endmodule
==> results.py <==
# Generated from Yosys and OpenROAD reports
metrics = {
    "die": {
        "ios": 162,
        "die_area_um2": 11030,
        "coreArea_um2": 6907,
        "placementRows": 30,
        "die_y_um": 105,
        "fp_util_pct": 11.79,
        "die_w_um": 105,
    },
    "status": {
        "violations": "negative setup slack",
        "status": "finished, violations left",
    },
    "worst_hold_path": {
        "worstHoldPathType": "primary input to primary output",
    },
    "routing": {
        "wl_per_cell_um": 22.63,
        "route.vias.total": 1205,
        "drtPass1Iterations": 3,
        "drcViolationCount": 0,
        "avgViaCountPerCell": 3.964,
        "ant_nets": 0,
        "dr.first_iter.drc_count": 21,
        "wl_um": 6879,
    },
    "flow_run": {
        "maxCapViolations": 0,
        "tool_warnings": 34,
    },
    "final_timing": {
        "grt_setup_unrepaired": "yes",
        "period_minus_slack_ns": 1.559,
        "fin_crit_sh_pct": 104.0,
        "hold_violations": 0,
        "clock.fmax_mhz": 641.2,
        "worst_slew_pin_slew_ns": 0.1589,
        "setup_violations": 19,
        "drv_slew": 0,
        "setup_ws_ns": -0.05950,
        "slew_headroom_pct": 89.48,
    },
    "setup_path": {
        "arrival_ns": 1.26,
        "crit_type": "primary input to primary output",
        "end_kind": "primary output",
        "critPathLaunchType": "primary input",
        "path_max_fanout": 5,
        "required_ns": 1.20,
    },
    "cells_and_area": {
        "stdcell_area_um2": 2386,
        "nFlopsAndLatches": 0,
        "synthToLayoutAreaGrowth_pct": 192.9,
        "n_fill_cell": 751,
        "drive_gt1_share_pct": 38.16,
        "clock_buffer_count": 0,
        "regArea_um2": 0,
    },
    "power_and_ir_drop": {
        "finalPower_uw": 587.1,
        "p_leak_uw": 0.001131,
        "powerDensity_nw_per_um2": 246.1,
        "peakVddDrop_v": 0.0001282,
    },
    "global_route": {
        "antenna_found_initial": 1,
        "grt_pass1_wl_um": 10090,
        "grt_max_degree": 17,
        "grt_use_total_pct": 11.92,
        "grt_remaining_overflow": 0,
        "grt_pass1_vias": 1517,
    },
    "place": {
        "place_area_um2": 2525,
        "dp_hpwl_um": 6155,
        "port_buffers": 162,
        "place.gp.congestion": 0.8391,
    },
    "logic_synthesis": {
        "synth_area_um2": 814.5,
        "ys_area_um2": 814.5,
        "synth-cells-yosys": 39,
        "top_area_cell": "mux4_2",
        "synth_top_area_share_pct": 82.95,
        "ys_seq_share_pct": 0,
        "topCellsByArea": "mux4_2 83%, buf_12 7.4%, mux4_1 6.5%",
        "yosysUniqueCellTypes": 5,
        "syn_avg_cell_area_um2": 20.89,
        "synth_cells": 39,
        "yosys_warnings": 1,
    },
    "clock_network": {
        "holdBufCountCts": 0,
    },
}
Yosys cell counts:
cell,count
mux4_2,30
buf_12,3
buf_2,3
mux4_1,2
buf_6,1
cell families after synthesis:
logic type | share of synthesized area, %
buffers and inverters | 10.60
multiplexers | 89.40
layout make-up:
| cell class | instances | area, µm² | area share [%] |
|---|---|---|---|
| diodes | 1 | 2.502 | 0.1049 |
| repair buffers | 175 | 1543 | 64.66 |
| well taps | 96 | 120.1 | 5.034 |
| multi-input cells | 32 | 720.7 | 30.20 |
stage by stage:
step                      cells  util [%]  setup WS (ns)  setup TNS, ns  hold WS [ns]
after floorplan              39         -         0.1827              0        0.6864
after global placement      293     36.56        -0.6447         -19.22         1.543
after detailed placement    293     36.56        -0.6432         -19.27         1.554
after CTS                   301     33.86       -0.08485        -0.6705         1.089
after global routing        304     34.55       -0.09794         -1.570         1.094
final                       304     34.55       -0.05950        -0.7661         1.084
worst max-delay path: stages:
cell       delay (ns)
buf_12           0.09
buf_12           0.11
clkbuf_16        0.14
mux4_2           0.49
buf_2            0.13
routing by layer:
layer  wire length (µm)  global-route usage [%]  vias up
met2               3554                   21.44       92
li1                   -                       -      544
met4                  0                       0        0
met3                657                   4.534        0
met1               2668                   14.01      569
met5                  0                       0        -
cells in the final DEF, fill, tap and decap left out:
| cell | count |
|---|---|
| diode_2 | 1 |
| mux4_2 | 32 |
| buf_4 | 2 |
| dlygate4sd2_1 | 128 |
| buf_6 | 5 |
| clkbuf_16 | 1 |
| buf_2 | 31 |
| buf_16 | 2 |
| buf_12 | 5 |
| buf_8 | 1 |
report_power, final:
part           switching (µW)  internal [µW]
Combinational             163            424
Clock                       0      0.0000891
Sequential                  0              0
path summary, 6_finish.rpt:
path | start | to | slack, ns | cells after the start
worst min-delay path | a[24] | o[24] | 1.08 | 3
worst max-delay path | sel[0] | o[7] | -0.06 | 5
what timing repair did:
item / CTS / global route
buffers inserted: 6 / 1
resized: 251 / 0
endpoints found under the hold margin: 0 / 0
gates cloned: 2 / 1
setup endpoints to repair: 32 / 26
