## ./run.sh

```bash
#!/bin/bash
# OpenROAD 26Q1-2900-gdf79404cd8, Yosys 0.63+post, stock flow scripts
make -C /OpenROAD-flow-scripts/flow DESIGN_CONFIG=/design/flow/config.mk WORK_HOME=/design/flow/orfs finish
```

## ./config.mk

```make
export PLATFORM = sky130hd
export DESIGN_NAME = Regs
export DESIGN_NICKNAME = Regs
export VERILOG_FILES = /design/flow/design.v
export SDC_FILE = /design/flow/constraint.sdc
export NUM_CORES = 4
export LEC_CHECK = 1
export CORE_UTILIZATION = 40
```

## ./constraint.sdc

```tcl
current_design Regs

set clk_period 7.8
set clk_io_pct 0.2

create_clock -name clk0 -period $clk_period [get_ports {clk}]

set non_clock_inputs [all_inputs -no_clocks]
set_input_delay [expr $clk_period * $clk_io_pct] -clock clk0 $non_clock_inputs
set_output_delay [expr $clk_period * $clk_io_pct] -clock clk0 [all_outputs]
```

## ./design.v

```verilog
`timescale 1ns / 1ps
module Regs(input clk,rst,L_S,
                     input [4:0] R_addr_A,R_addr_B,Wt_addr,
							input [31:0] Wt_data,
							input [4:0] test_addr,
							output [31:0] test_data,
							output [31:0] rdata_A,rdata_B
    );
	 reg [31:0]register[1:31];
	 integer i;
	 initial begin 
			for(i=1;i<32;i=i+1) register[i]<=0;
	 end
	 assign rdata_A=(R_addr_A==0)?0:register[R_addr_A];
	 assign rdata_B=(R_addr_B==0)?0:register[R_addr_B];
	 assign test_data = (test_addr==0)?0:register[test_addr];
	 always @(posedge clk or posedge rst)
	 begin if(rst==1) for(i=1;i<32;i=i+1) register[i]<=0;
	       else if((Wt_addr!=0)&&(L_S==1)) register[Wt_addr]<=Wt_data;
	 end
endmodule
```

==> results.cfg <==
; yosys + openroad results
[global_route]
grt_usage = 0.6166
grt_remaining_overflow = 0
grt_first_pass_wirelength_um = 593000
grt_max_degree = 114
antenna_found_initial = 73
grt_pass1_vias = 61680

[pwr]
peakVddDrop_mv = 0.2096
p_per_area_nw_per_um2 = 240.0
power.leakage_nw = 28.10
p_total_mw = 16.55

[detailed_routing]
ant_nets = 1
first_pass_iters = 15
drt-total-wl_um = 453800
wl_per_cell_um = 55.47
routed_via_density = 8.264
route.detailed.drc = 0
vias = 67610
drt_iter0_markers = 11800

[setup_path]
reg2reg_depth = 1
cp-end-kind = output port
r2r_end = register[16][31]
cp_cell_sequence = buf_2 -> nand2b_1 -> nor2_2 -> buf_4 -> a22oi_1 -> and4_1 -> a31oi_1 -> clkdlybuf4s50_1
r2r_setup_slack_ns = 6.75
critPathKind = in2out
crit_buf_inv = 3
critPathTopFamily = simple AND/OR/NAND/NOR gates
crit_path_start_kind = input port
worstPathArrival_ns = 5.91
r2r_start = register[16][31]
critPathMaxStageDelay_ns = 1.11
cp_slowest_cell = nor2_2
critPathMaxFanout = 18
cp.required_ns = 6.24

[final_timing]
fin_ws_ns = 0.3343
timing_hold_violations_final = 0
skew_ns = 0
post-route-period-util = 0.9571
finalCriticalPeriod_ns = 7.466
drv_slew = 0
whs_ns = 0.5603
setup_violations = 0
setup-tns-final_ns = 0
rsz0062_at_grt = false
fmax_mhz = 133.9
timing.slew.headroom = 0.05431
worst_pin_slew_ns = 1.411

[place]
dp_hpwl_um = 297800
dp_slack_ns = 0.8960
port_buffers = 150
gp_congestion = 1.153

[job]
cap_violations = 0
openroad.warnings = 47

[hold_path]
hold_path_end = register[27][21]
hp-class = reg2reg
min_path_cells = 1
min-delay-start = register[27][21]

[synthesis]
ys_warn_count = 2
netlist_top_cells_area = dfrtp_1, mux2_2, nand3_1
ys_seq_share = 0.4167
syn_avg_cell_area_um2 = 9.870
yosys.area.top_type_share = 0.4167
synth-main-ff-cell = dfrtp_1
synth_flop_count = 992
ys_area_um2 = 59570
synthArstFlopShare = 1.000
edf_count = 0
synth_cells = 6035
netlist_area_um2 = 59570
synth_cell_type_count = 68
largest_area_cell = dfrtp_1
yosys_cells = 6035

[cts]
holdBufCountCts = 0
cts.sinks = 992
clkTransAtPathRegs_ns = 0.06
clkLatencyLatePin_ns = 0.78
cts_root_buffer = clkbuf_16
cts_resized = 0
clockBufferDepth = 3
post_cts_buffers = 0
cts_made_buffers = 111
cts_tree = built
h-tree-depth = 3

[run_status]
status = finished with violations
violations = antenna rules

[floorplan]
die_width_um = 387.9
dieArea_um2 = 150500
design.core.area_um2 = 147800
die_h_um = 387.9
initCoreUtil = 0.4029
row_count = 141
io_pins = 151

[cells_and_area]
largest_reg_flops = 992
area_growth_pct = 15.78
top_register = register
final_util = 0.4665
layout-drive-gt1-share = 0.2912
top_regs = register: 992 flops
==> where the power goes <==
part	internal [mW]	leakage (nW)	total [mW]	switching (mW)
Clock	3.15	1.84	5.59	2.44
Sequential	6.13	12.7	7.95	1.82
Combinational	1.32	13.6	3.00	1.69
Total	10.6	28.1	16.5	5.95
==> metrics by stage <==
| step | std cells | instance area (um^2) |
|---|---|---|
| after floorplan | 6035 | 59570 |
| after global placement | 7855 | 64850 |
| after detailed placement | 7855 | 64850 |
| after CTS | 8063 | 68670 |
| after global routing | 8084 | 68720 |
| final | 8181 | 68960 |
==> area by class of cell <==
class / instances / area (um^2)
fillers: 13760 / 78880
multi-input cells: 4325 / 32390
flip-flops and latches: 992 / 24820
repair buffers: 598 / 5180
clock buffers: 152 / 3184
well taps: 1930 / 2415
clock inverters: 56 / 636.9
diodes: 118 / 295.3
inverters: 10 / 41.29
==> cell usage after synthesis, types with 7 or more instances <==
library cell,number
nor2_1,67
a2111oi_0,60
nor3_1,50
a22oi_1,472
and4b_1,10
o21ai_0,22
nor4b_1,7
nor4_1,76
and4_1,80
a31oi_1,100
buf_2,151
nand2_1,76
o211ai_1,10
clkbuf_1,435
buf_1,120
nand2b_1,13
nor2b_1,17
mux2_2,992
nor4bb_1,12
a22o_1,82
a32oi_1,16
nand4b_1,12
inv_1,10
and3b_1,12
a221o_1,16
and2_0,10
or2_2,12
nand4_1,323
nand3b_1,15
and2_1,46
mux2i_1,15
dfrtp_1,992
o31a_1,12
nand3_1,1187
nor3b_1,9
a222oi_1,44
and3_1,212
mux2_1,8
a221oi_1,11
a21oi_1,150
==> worst max path at each step <==
stage,start,endpoint,slack [ns],cells past startpoint
global route,R_addr_B[0],rdata_B[27],0.67,9
CTS,R_addr_A[4],rdata_A[24],0.89,9
finish,R_addr_B[4],rdata_B[10],0.33,8
==> cell usage in the layout, fill, tap and decap left out, drive strengths merged, types with 11 or more instances in the layout <==
| master | synthesis | final |
|---|---|---|
| nand2b | 13 | 13 |
| a221o | 16 | 16 |
| a221oi | 11 | 11 |
| o21ai | 22 | 22 |
| and3b | 12 | 12 |
| o31a | 12 | 12 |
| nand3 | 1187 | 1187 |
| and4 | 80 | 80 |
| a32oi | 16 | 16 |
| buf | 272 | 462 |
| nand4 | 323 | 323 |
| a21oi | 150 | 150 |
| or2 | 12 | 12 |
| mux2 | 1000 | 1000 |
| a31oi | 100 | 100 |
| and3 | 212 | 212 |
| nor2b | 17 | 17 |
| inv | 10 | 20 |
| nand2 | 76 | 76 |
| clkbuf | 436 | 152 |
| diode | 0 | 118 |
| a222oi | 44 | 44 |
| nor3 | 52 | 52 |
| a22oi | 472 | 472 |
| nor2 | 71 | 71 |
| a2111oi | 62 | 62 |
| nor3b | 15 | 15 |
| nand4b | 12 | 12 |
| clkdlybuf4s50 | 0 | 136 |
| nor4 | 76 | 76 |
| clkinvlp | 0 | 14 |
| clkinv | 0 | 24 |
| dfrtp | 992 | 992 |
| nor4bb | 12 | 12 |
| and2 | 56 | 56 |
| nand3b | 15 | 15 |
| mux2i | 15 | 15 |
| a22o | 82 | 82 |
==> routing by layer <==
metal	global-route usage	wire length (um)	vias to the layer above
met3	0.4570	84060	2789
li1	-	-	23630
met2	0.7485	168000	7678
met1	0.7271	153900	33460
met5	0.08708	1524	-
met4	0.4563	46210	57
==> kinds of logic (layout without fill, tap and decap cells) <==
| kind of cell | after synthesis | in the layout | share of synthesized area |
|---|---|---|---|
| AND-OR/OR-AND | 1040 | 1040 | 0.1292 |
| buffers and inverters | 718 | 816 | 0.04850 |
| flip-flops | 992 | 992 | 0.4167 |
| multiplexers | 1015 | 1015 | 0.1916 |
| other | 0 | 118 | 0 |
| AND/OR/NAND/NOR | 2270 | 2270 | 0.2140 |
Power and IR drop assume default switching activity.
