===== flow/design.v =====
`timescale 1ns / 1ps
module ADC32(input [31:0]A,input [31:0]B,input C0,output [32:0]S
    );
	assign B0=C0^1'b0;
	assign S={1'b0,A}+{B0,B}+C0;
endmodule
`timescale 1ns / 1ps
module ALU(
	input [2:0]ALU_operation, 
	input [31:0]A, 
	input [31:0]B,
	output [31:0]res,
	output zero,
	output overflow
    );
wire [31:0]X[7:0];
wire [32:0]S;
wire [31:0]So;
wire [31:0]B0;
assign X[0]=S[31:0];
assign X[1]=S[31:0];
assign X[6]={B[15:0],16'h0000};
assign X[7]={31'h00000000,S[31]};
assign X[4]=32'h00000000;  
and32 U1(.A(A[31:0]),
         .B(B[31:0]),
			.res(X[2]));
or32 U2(.A(A[31:0]),
        .B(B[31:0]),
		  .res(X[3]));
ADC32 U3(.C0(ALU_operation[0]),
         .A(A[31:0]),
         .B(B0[31:0]),
		   .S(S[32:0]));
srl32 U6(.A(A[31:0]),
         .B(B[31:0]),
		   .res(X[5]));
xor32 U7(.A(So[31:0]),
         .B(B[31:0]),
		   .res(B0[31:0]));
SignalExt_32 U8(.S(ALU_operation[0]),
             .So(So[31:0]));
mux8to1_32 U9(.sel(ALU_operation[2:0]),
           .x0(X[0]),
           .x1(X[1]),
           .x2(X[2]),
           .x3(X[3]),
           .x4(X[4]),
           .x5(X[5]),
           .x6(X[6]),
           .x7(X[7]),
			  .o(res[31:0]));
or_bit_32 U10(.A(res[31:0]),
              .o(zero));
endmodule
`timescale 1ns / 1ps
module SignalExt_32(input S,output [31:0]So
    );
assign So={32{S}};
endmodule
`timescale 1ns / 1ps
module and32(input [31:0]A,input [31:0]B,output [31:0]res
    );
   assign res=A&B;
endmodule
`timescale 1ns / 1ps
module mux8to1_32(input  [2:0]sel,input  [31:0] x0, input  [31:0]x1,input  [31:0]x2 ,input  [31:0]x3, 
input  [31:0]x4 ,input  [31:0]x5,input  [31:0]x6,input  [31:0]x7,output reg [31:0]o);
	initial o<=32'h00000000;
    always @(*) begin
       case (sel[2:0])
		    3'b000 : begin o <= x0; end
			 3'b001 : begin o <= x1; end
			 3'b010 : begin o <= x2; end
			 3'b011 : begin o <= x3; end
			 3'b100 : begin o <= x4; end
			 3'b101 : begin o <= x5; end
			 3'b110 : begin o <= x6; end
			 3'b111 : begin o <= x7; end
       endcase
    end
endmodule
`timescale 1ns / 1ps
module or32(input [31:0]A,input [31:0]B,output [31:0]res
    );
   assign res=A|B;
endmodule
`timescale 1ns / 1ps
module or_bit_32(
input[31:0] A,
output o
    );
assign o=~(|A[31:0]);
endmodule
`timescale 1ns / 1ps
module srl32(input [31:0]A,input [31:0]B,output [31:0]res
    );
assign res=B>>A;
endmodule
`timescale 1ns / 1ps
module xor32(input [31:0]A,input [31:0]B,output [31:0]res
    );
   assign res=A^B;
endmodule

===== flow/run.sh =====
#!/bin/bash
# OpenROAD 26Q1-2900-gdf79404cd8, Yosys 0.63+post, stock flow scripts
make -C /OpenROAD-flow-scripts/flow DESIGN_CONFIG=/design/flow/config.mk WORK_HOME=/design/flow/orfs finish

===== flow/config.mk =====
export PLATFORM = sky130hd
export DESIGN_NAME = ALU
export DESIGN_NICKNAME = ALU
export VERILOG_FILES = /design/flow/design.v
export SDC_FILE = /design/flow/constraint.sdc
export NUM_CORES = 4
export LEC_CHECK = 1
export CORE_UTILIZATION = 50

===== flow/constraint.sdc =====
current_design ALU

set clk_period 18.3
set clk_io_pct 0.2

create_clock -name clk0 -period $clk_period

set non_clock_inputs [all_inputs -no_clocks]
set_input_delay [expr $clk_period * $clk_io_pct] -clock clk0 $non_clock_inputs
set_output_delay [expr $clk_period * $clk_io_pct] -clock clk0 [all_outputs]

==> flow_summary_export.csv <==
group,metric,value,unit
outcome,outcome,"completed",
timing,finalHoldViolations,0,
timing,rsz0062_at_grt,"false",
routing,drt-initial-drc-count,849,
global_routing,grt_pass1_vias,5893,
power,p_comb_frac,1.000,
setup_path,cp.depth,15,
setup_path,path_cells,"clkdlybuf4s50_1 > mux2i_1 > inv_1 > fa_1 > a211oi_1 > o211ai_1 > and3_1 > o32ai_1 > o21ai_0 > a2111oi_0 > mux2i_1 > a211oi_1 > or4_1 > nor4_2 > clkdlybuf4s50_1",
floorplan,floorplan.core_util,0.512,
clock_network,post_cts_buffers,0,
setup_path,crit_path_end_kind,"output pin",
logic_synthesis,synth.distinct_cells,75,
clock_network,hold_buffers,0,
placement,place_congestion,1.04,
power,p_seq_frac,0,
power,peakVddDrop,0.0000232,V
placement,numPortBuffers,100,
setup_path,crit_family,"AND-OR/OR-AND gates",
setup_path,critical_path_class,"in -> out",
setup_path,required,14.64,ns
power,switching_power,0.132,mW
logic_synthesis,syn-mean-instance-area,7.29,um^2
global_routing,grt_usage,0.405,
power,finalPower,0.236,mW
placement,placed_area,6240,um^2
logic_synthesis,ys_seq_frac,0,
timing,max_freq,79.4,MHz
floorplan,num_rows,37,
cells_and_area,nClkBuffers,0,
logic_synthesis,syn_area,5270,um^2
routing,vias,6440,
timing,finalCritPeriodShare,0.688,
cells_and_area,ff_count,0,
setup_path,max_stage_delay,0.76,ns
setup_path,cp_max_fo,5,
power,power_switching_share,0.558,
floorplan,die_width,105,um
floorplan,core_area,10300,um^2
timing,finalSetupTns,0,ns
power,p_clk_frac,0,
logic_synthesis,yosys_warnings,4,
power,cellLeakagePower,2.34,nW
floorplan,die_y,105,um
cells_and_area,design_area,6240,um^2
power,powerDensity,37.9,nW/um^2
timing,holdWs,8.29,ns
clock_network,cts_resized,0,
logic_synthesis,ys_cells,722,
setup_path,start_kind,"primary input",
cells_and_area,regArea,0,um^2
worst_hold_path,whs_path_depth,6,
placement,hpwl,16.9,mm
timing,setup_viol,0,
global_routing,grt-ovfl-total,0,
routing,routed_wl,21.9,mm
cells_and_area,syn_to_final_growth,18.5,%
worst_hold_path,hold_class,"in -> out",
setup_path,path_buffers,3,
routing,n_antenna_cell,0,
flow_run,cap_violations,0,
routing,dr.pass1.iters,5,
floorplan,ios,101,
power,internal-power,0.104,mW
timing,slew_headroom,0.447,
floorplan,die_area,10900,um^2
setup_path,worstPathArrival,8.93,ns
routing,drt-vias-per-instance,7.07,
logic_synthesis,synthCells,722,
timing,tightest_slew,0.818,ns
setup_path,slowest_stage,"a2111oi_0",
flow_run,warnings,34,
global_routing,grt_max_degree,60,
global_routing,antenna_found_initial,0,
cells_and_area,drive_above_1_share,0.0826,
routing,wl_per_cell,24.1,um
global_routing,grt_pass1_wl,33.4,mm
timing,maxSlewViolCount,0,
routing,drc,0,
timing,finalCriticalPeriod,12.59,ns
routing,ant_nets,0,
logic_synthesis,ys_area,5270,um^2
[metrics by stage]
| stage | worst slack [ns] | cells | util |
|---|---|---|---|
| 4_1_cts | 5.80 | 911 | 0.607 |
| 5_1_grt | 5.53 | 911 | 0.607 |
| 3_5_place_dp | 5.87 | 911 | 0.607 |
| 6_report | 5.71 | 911 | 0.607 |
| 2_1_floorplan | 6.29 | 722 | - |
| 3_3_place_gp | 5.91 | 911 | 0.607 |
[area by class of cell]
| cell class | count | area [um^2] |
|---|---|---|
| inverter | 23 | 86.3 |
| multi-input combinational | 639 | 4900 |
| timing repair buffer | 113 | 1080 |
| tap | 136 | 170 |
| fill | 908 | 4040 |
[power groups by stage]
stage	clock [mW]	combinational (mW)	sequential, mW
4_1_cts	0	0.230	0
5_1_grt	0	0.253	0
6_report	0	0.236	0
[final timing paths]
check                            start      to  slack (ns)
worst max-delay path              B[0]    zero        5.71
worst min-delay path  ALU_operation[0]  res[4]        8.29
[cell usage after synthesis, types with 10 or more instances]
library cell | n | share of area
mux2_2 | 10 | 0.021
clkbuf_1 | 40 | 0.029
mux2i_1 | 26 | 0.049
o211ai_1 | 17 | 0.024
a21o_1 | 10 | 0.014
nand2_1 | 58 | 0.041
xor2_1 | 42 | 0.070
maj3_1 | 19 | 0.036
nand3_1 | 19 | 0.018
ha_1 | 31 | 0.074
o21ai_0 | 59 | 0.056
inv_1 | 22 | 0.016
a211oi_1 | 15 | 0.021
a22oi_1 | 15 | 0.021
nor4_1 | 10 | 0.012
nor2_1 | 66 | 0.047
mux4_2 | 28 | 0.12
xnor2_1 | 10 | 0.017
a31oi_1 | 11 | 0.013
a21oi_1 | 50 | 0.048
nor3_1 | 16 | 0.015
[logic make-up after synthesis]
kind of cell    count (synthesis)  synth area share
simple gates                  224             0.206
buf+inv                        83            0.0689
mux                            71             0.226
xor+xnor                       52            0.0865
other cells                     1          0.000712
fa+ha+maj                      51             0.114
compound gates                240             0.299
[routing by layer]
metal	vias to the layer above	GRT usage	wire length, um
met5	-	0	0
met4	0	0.132	841
met3	63	0.108	2900
met2	509	0.600	9470
met1	2963	0.581	8740
li1	2905	-	-
[cells in the final DEF, fill, tap and decap left out, drive strengths merged, types with 6 or more instances in the layout]
cell           count
a211oi            15
a21o              10
a21oi             50
a22oi             15
a31oi             11
and2               7
and3               6
buf               17
clkdlybuf4s50     96
ha                31
inv               23
maj3              19
mux2              10
mux2i             26
mux4              35
nand2             58
nand3             19
nor2              66
nor2b              7
nor3              16
nor4              11
o211ai            17
o21ai             61
or3                8
xnor2             10
xor2              42
Power figures rest on the tool's default switching activity, not on a simulated workload.
